File: ./run.sh
#!/bin/bash
# OpenROAD 26Q1-2900-gdf79404cd8, Yosys 0.63+post, stock flow scripts
make -C /OpenROAD-flow-scripts/flow DESIGN_CONFIG=/design/flow/config.mk WORK_HOME=/design/flow/orfs finish
File: ./config.mk
export PLATFORM = sky130hd
export DESIGN_NAME = rms_peak_axis
export DESIGN_NICKNAME = rms_peak_axis
export VERILOG_FILES = /design/flow/design.v
export SDC_FILE = /design/flow/constraint.sdc
export NUM_CORES = 4
export LEC_CHECK = 1
export CORE_UTILIZATION = 40
File: ./constraint.sdc
current_design rms_peak_axis

set clk_period 15.4
set clk_io_pct 0.2

create_clock -name clk0 -period $clk_period [get_ports {aclk}]

set non_clock_inputs [all_inputs -no_clocks]
set_input_delay [expr $clk_period * $clk_io_pct] -clock clk0 $non_clock_inputs
set_output_delay [expr $clk_period * $clk_io_pct] -clock clk0 [all_outputs]
File: ./design.v
`timescale 1 ns / 1 ps
module rms_peak_axis #(
    parameter integer C_S_AXI_DATA_WIDTH = 32,
    parameter integer C_S_AXI_ADDR_WIDTH = 4,
    parameter integer AUDIO_WIDTH        = 16,
    parameter integer ALPHA_WIDTH        = 16,
    parameter integer CORE_LATENCY       = 3 
)(
    input  wire aclk,
    input  wire aresetn,
    input  wire [31:0] s_axis_tdata,
    input  wire        s_axis_tlast,
    input  wire        s_axis_tvalid,
    output wire        s_axis_tready,
    output wire [31:0] m_axis_tdata,
    output wire        m_axis_tlast,
    output wire        m_axis_tvalid,
    input  wire        m_axis_tready,
    input  wire [C_S_AXI_ADDR_WIDTH-1:0] s_axi_awaddr,
    input  wire                          s_axi_awvalid,
    output wire                          s_axi_awready,
    input  wire [C_S_AXI_DATA_WIDTH-1:0] s_axi_wdata,
    input  wire [3:0]                    s_axi_wstrb,
    input  wire                          s_axi_wvalid,
    output wire                          s_axi_wready,
    output wire [1:0]                    s_axi_bresp,
    output wire                          s_axi_bvalid,
    input  wire                          s_axi_bready,
    input  wire [C_S_AXI_ADDR_WIDTH-1:0] s_axi_araddr,
    input  wire                          s_axi_arvalid,
    output wire                          s_axi_arready,
    output wire [C_S_AXI_DATA_WIDTH-1:0] s_axi_rdata,
    output wire [1:0]                    s_axi_rresp,
    output wire                          s_axi_rvalid,
    input  wire                          s_axi_rready
);
    reg [31:0] reg_ctrl;
    reg [31:0] reg_alpha;
    reg        axi_awready, axi_wready, axi_bvalid;
    reg        axi_arready, axi_rvalid;
    reg [31:0] axi_rdata;
    assign s_axi_awready = axi_awready;
    assign s_axi_wready  = axi_wready;
    assign s_axi_bvalid  = axi_bvalid;
    assign s_axi_bresp   = 2'b00;  
    assign s_axi_arready = axi_arready;
    assign s_axi_rvalid  = axi_rvalid;
    assign s_axi_rresp   = 2'b00;  
    assign s_axi_rdata   = axi_rdata;
    always @(posedge aclk) begin
        if (!aresetn) begin
            axi_awready <= 1'b0;
            axi_wready  <= 1'b0;
            axi_bvalid  <= 1'b0;
            reg_ctrl  <= 32'h0000_0001;  
            reg_alpha <= 32'h0000_0800;  
        end else begin
            if (!axi_awready && s_axi_awvalid && s_axi_wvalid) begin
                axi_awready <= 1'b1;
                axi_wready  <= 1'b1;
            end else begin
                axi_awready <= 1'b0;
                axi_wready  <= 1'b0;
            end
            if (axi_awready && axi_wready) begin
                case (s_axi_awaddr[3:2])
                    2'h0: reg_ctrl  <= s_axi_wdata;
                    2'h1: reg_alpha <= s_axi_wdata;
                endcase
            end
            if (axi_awready && axi_wready)
                axi_bvalid <= 1'b1;
            else if (s_axi_bready)
                axi_bvalid <= 1'b0;
        end
    end
    always @(posedge aclk) begin
        if (!aresetn) begin
            axi_arready <= 1'b0;
            axi_rvalid  <= 1'b0;
            axi_rdata   <= 32'b0;
        end else begin
            if (!axi_arready && s_axi_arvalid)
                axi_arready <= 1'b1;
            else
                axi_arready <= 1'b0;
            if (axi_arready && !axi_rvalid) begin
                axi_rvalid <= 1'b1;
                case (s_axi_araddr[3:2])
                    2'h0: axi_rdata <= reg_ctrl;
                    2'h1: axi_rdata <= reg_alpha;
                    default: axi_rdata <= 32'b0;
                endcase
            end else if (s_axi_rready) begin
                axi_rvalid <= 1'b0;
            end
        end
    end
    wire        global_en   = reg_ctrl[0];
    wire        core_bypass = reg_ctrl[1];
    wire [15:0] alpha_val  = reg_alpha[15:0];
    reg [CORE_LATENCY-1:0] valid_pipe;
    reg [CORE_LATENCY-1:0] last_pipe;
    wire core_ce = s_axis_tvalid && m_axis_tready && global_en;
    wire signed [15:0] in_l = s_axis_tdata[15:0];
    wire signed [15:0] in_r = s_axis_tdata[31:16];
    wire [15:0]        out_l, out_r;
    rms_peak_core #(
        .DATA_W (AUDIO_WIDTH),
        .ALPHA_W(ALPHA_WIDTH)
    ) u_rms_l (
        .clk    (aclk),
        .rst_n  (aresetn),
        .en     (core_ce),
        .bypass (core_bypass),
        .alpha  (alpha_val),
        .din    (in_l),
        .dout   (out_l)
    );
    rms_peak_core #(
        .DATA_W (AUDIO_WIDTH),
        .ALPHA_W(ALPHA_WIDTH)
    ) u_rms_r (
        .clk    (aclk),
        .rst_n  (aresetn),
        .en     (core_ce),
        .bypass (core_bypass),
        .alpha  (alpha_val),
        .din    (in_r),
        .dout   (out_r)
    );
    always @(posedge aclk) begin
        if (!aresetn) begin
            valid_pipe <= 0;
            last_pipe  <= 0;
        end else if (m_axis_tready) begin
            valid_pipe <= {valid_pipe[CORE_LATENCY-2:0],
                           s_axis_tvalid && global_en};
            last_pipe  <= {last_pipe[CORE_LATENCY-2:0],
                           s_axis_tlast};
        end
    end
    assign s_axis_tready = m_axis_tready;
    assign m_axis_tdata  = {out_r, out_l};
    assign m_axis_tvalid = valid_pipe[CORE_LATENCY-1];
    assign m_axis_tlast  = last_pipe[CORE_LATENCY-1];
endmodule
`timescale 1 ns / 1 ps
module rms_peak_core #(
    parameter integer DATA_W  = 16,
    parameter integer ALPHA_W = 16    
)(
    input  wire                 clk,
    input  wire                 rst_n,
    input  wire                 en,
    input  wire                 bypass,
    input  wire [ALPHA_W-1:0]   alpha, 
    input  wire signed [DATA_W-1:0] din,
    output reg  [DATA_W-1:0]    dout
);
    localparam signed [DATA_W-1:0] MIN_INT = {1'b1, {(DATA_W-1){1'b0}}};
    localparam signed [DATA_W-1:0] MAX_INT = {1'b0, {(DATA_W-1){1'b1}}};
    reg signed [DATA_W-1:0] abs_val;
    always @(posedge clk) begin
        if (!rst_n) begin
            abs_val <= 0;
        end else if (en) begin
            if (din == MIN_INT)
                abs_val <= MAX_INT;
            else
                abs_val <= (din < 0) ? -din : din;
        end
    end
    reg signed [DATA_W+ALPHA_W-1:0] env_acc;
    wire signed [DATA_W-1:0]       current_env;
    wire signed [DATA_W:0]         diff;
    wire signed [DATA_W+ALPHA_W:0] prod;
    wire signed [DATA_W+ALPHA_W:0] next_acc_calc;
    assign current_env = env_acc[DATA_W+ALPHA_W-1 : ALPHA_W];
    assign diff = abs_val - current_env;
    assign prod = diff * $signed({1'b0, alpha});
    assign next_acc_calc = env_acc + prod;
    always @(posedge clk) begin
        if (!rst_n) begin
            env_acc <= 0;
        end else if (en) begin
            if (next_acc_calc < 0)
                env_acc <= 0;
            else
                env_acc <= next_acc_calc[DATA_W+ALPHA_W-1:0];
        end
    end
    reg [DATA_W-1:0] abs_val_d1;
    always @(posedge clk) begin
        if (!rst_n)
            abs_val_d1 <= 0;
        else if (en)
            abs_val_d1 <= $unsigned(abs_val);
    end
    always @(posedge clk) begin
        if (!rst_n) begin
            dout <= 0;
        end else if (en) begin
            if (bypass)
                dout <= abs_val_d1;           
            else
                dout <= $unsigned(current_env);  
        end
    end
endmodule
==> results.py <==
# Generated from Yosys and OpenROAD reports
metrics = {
    "synthesis": {
        "ff_type": "dfxtp_1",
        "synth-seq-cells": 266,
        "edf_count": 0,
        "async_flop_share_pct": 0,
        "synth.avg_cell_area_um2": 8.987,
        "yosysUniqueCellTypes": 71,
        "ys_cells": 3947,
        "syn_area_mm2": 0.03547,
        "synth_warnings": 2,
        "synth_seq_share_pct": 15.01,
        "yosys_area_mm2": 0.03547,
        "syn-instance-count": 3947,
    },
    "flow_run": {
        "warnings": 41,
        "maxCapViolations": 0,
    },
    "die": {
        "boundaryPins": 162,
        "dieArea_mm2": 0.08987,
        "core_area_mm2": 0.08729,
        "rows": 108,
        "fp_util_pct": 40.63,
        "die_height_um": 299.8,
        "fp.dieW_um": 299.8,
    },
    "finish": {
        "register_area_mm2": 0.005326,
        "stdcell_count": 5184,
        "syn2layout_area_growth_pct": 11.09,
        "drive_gt1_share_pct": 4.719,
        "combGateArea_mm2": 0.02629,
        "design_area_mm2": 0.03941,
        "fillCellCount": 8549,
    },
    "sta": {
        "max_slew_margin_pct": 46.36,
        "rsz0062_at_grt": "no",
        "timing.fmax_ghz": 0.1028,
        "skew_ns": 0.04134,
        "slew_viol_final": 0,
        "period_used_pct": 63.17,
        "setup_violations": 0,
        "finalSetupTns_ns": 0,
        "hold_viol_final": 0,
        "whs_ns": 0.4581,
        "fin_crit_ns": 9.728,
        "tightest_slew_ns": 0.8037,
    },
    "worst_setup_path": {
        "max_stage_delay_ns": 0.88,
        "end_kind": "flop",
        "cp_slowest_cell": "fa_1",
        "cp_common_cell": "fa_1",
        "critPathArrivalTime_ns": 10.21,
        "crit_path_start": "u_rms_r.abs_val[0]",
        "worstSetupEndpoint": "u_rms_r.env_acc[3]",
        "r2r_slack_ns": 5.67,
        "critPathLaunchType": "flop",
        "crit_required_ns": 15.88,
        "r2r_cells": 32,
        "reg2reg_to": "u_rms_r.env_acc[3]",
        "path_class": "reg2reg",
        "critPathMaxFanout": 29,
        "r2r_start": "u_rms_r.abs_val[0]",
    },
    "routing": {
        "drtIter0Drc": 995,
        "via_count": 25316,
        "drtPass1Iterations": 5,
        "drc_errors": 0,
        "postRouteAntennaNets": 0,
        "detail_route.wl_per_cell_um": 16.33,
        "via_per_inst": 4.883,
        "wirelength_um": 84660,
    },
    "clock_network": {
        "post_cts_buffers": 0,
        "cts.hold.buffers_added": 0,
        "max-clock-path-buffers": 3,
        "cts_resized": 0,
        "htree_num_levels": 2,
        "root_buffer": "clkbuf_16",
        "clkSinkCount": 266,
        "clkTransAtPathRegs_ns": 0.06,
        "cts_tree": "done",
        "clk_latency_ns": 0.57,
        "cts_buffers": 35,
    },
    "pwr": {
        "power.leakage_uw": 0.01866,
        "powerDensity_mw_per_mm2": 120.3,
        "p_total_uw": 4740,
        "irDropWorstVdd_v": 0.0001290,
    },
    "global_routing": {
        "grt_pass1_wl_um": 140500,
        "grt.busiest_layer": "met2",
        "grt_pass1_vias": 26243,
        "antenna_found_initial": 9,
        "grt.met2_usage_pct": 31.71,
        "overflow": 0,
        "grt_usage_pct": 20.79,
        "grt_max_degree": 95,
        "gr-usage-met1_pct": 30.95,
        "use_met3_pct": 6.150,
    },
    "place": {
        "io_buffer_count": 149,
        "gp_congestion": 0.8928,
        "dp.final_hpwl_um": 64160,
        "placed_area_mm2": 0.03816,
        "dp_cells": 5120,
    },
    "run_status": {
        "outcome": "finished, final reports clean",
    },
    "min_path": {
        "holdPathStages": 2,
        "hold_class": "reg2reg",
    },
}
## cell usage after synthesis, drive strengths merged (36+ instances only)
library cell	count	area share (%)
mux2	39	1.2
xnor2	91	2.2
a22o	66	1.6
nor2	46	0.49
a21oi	94	1.3
a22oi	36	0.76
nand2b	55	0.97
inv	819	8.7
a21boi	103	2.2
xor2	70	1.7
fa	614	35
clkbuf	179	1.9
nand2	486	5.1
dfxtp	266	15
ha	214	7.5
o21ai	72	1.0
and2	260	4.6
nor2b	127	2.2
o211ai	42	0.90
## critical path, delay by kind of cell, from the launching register on
family | cells | cell delay, ns
AOI/OAI and AO/OA | 12 | 2.49
DFF | 1 | 0.34
adders and majority gates | 8 | 3.95
and+or+nand+nor | 5 | 1.18
buffers and inverters | 5 | 0.88
xor gates and xnor gates | 2 | 0.75
## stage by stage
step	util (%)	worst slack, ns
after CTS	45.13	5.819
after global routing	45.14	5.138
after detailed placement	43.71	5.905
after global placement	43.71	5.925
final	45.14	5.672
after floorplan	-	7.102
## power breakdown
part | total [uW] | switching [uW] | internal, uW | leakage (uW)
combinational | 3070 | 1880 | 1190 | 0.0159
sequential | 782 | 44.6 | 738 | 0.00216
clock | 886 | 348 | 539 | 0.000607
total | 4740 | 2270 | 2470 | 0.0187
## flip-flops by register name, summed over array words and instances, names as in the netlist, 32 cells and up
name,cells
axi_rdata,32
reg_alpha,32
reg_ctrl,32
u_rms_l.env_acc,32
u_rms_r.env_acc,32
## routing by layer
layer | wire length [um] | vias up
met5 | 70 | -
met4 | 1837 | 10
met3 | 6127 | 91
met2 | 39020 | 529
met1 | 37600 | 12473
li1 | - | 12213
## worst min-delay path by stage
stage,from,endpoint,slack (ns)
CTS,reg_ctrl[21],reg_ctrl[21],0.46
global route,u_rms_l.abs_val_d1[7],u_rms_l.abs_val_d1[7],0.48
finish,reg_ctrl[21],reg_ctrl[21],0.46
## cells in the final DEF, fill, tap and decap left out, types with 9 or more instances in the layout
master,n
a21oi_1,93
o21ai_0,71
buf_4,70
a21boi_0,103
a22oi_1,36
nand2b_1,55
a21o_1,21
fa_1,614
o211ai_1,41
a211oi_1,9
nor2_1,45
nor3_1,17
xor2_1,70
o31ai_1,13
ha_1,214
o21a_1,15
mux2i_1,18
a31oi_1,14
o211a_1,35
clkdlybuf4s50_1,148
nand2_1,486
a22o_1,66
nand3_1,15
mux2_2,39
dfxtp_1,265
and2_1,259
clkbuf_16,35
xnor2_1,91
nor2b_1,127
inv_1,819
## kinds of logic (layout without fill, tap and decap cells)
kind of cell               count (synthesis)  in the layout  synth area share, %
DFF                                      266            266                15.01
buffers and inverters                   1023           1099                10.95
other                                      1              7              0.01057
xor gates and xnor gates                 161            161                3.975
AOI/OAI and AO/OA                        563            563                11.40
adders and majority gates                828            828                42.20
muxes                                     57             57                1.746
and+or+nand+nor                         1048           1048                14.71
## final cells by class
type	count	area share [%]
clock buffers	46	2.505
diodes	3	0.01905
repair buffers	219	5.122
flip-flops and latches	266	13.52
clock inverters	15	0.6414
well taps	1155	3.667
multi-input cells	2661	66.73
inverters	819	7.801
Power is estimated from default activity; no workload was simulated.
